<file path="./config.mk">
export PLATFORM = sky130hd
export DESIGN_NAME = top
export DESIGN_NICKNAME = top
export VERILOG_FILES = /design/flow/design.v
export SDC_FILE = /design/flow/constraint.sdc
export NUM_CORES = 4
export LEC_CHECK = 1
export CORE_UTILIZATION = 50
</file>
<file path="./constraint.sdc">
current_design top

set clk_period 3.7
set clk_io_pct 0.2

create_clock -name clk0 -period $clk_period [get_ports {clk_i}]

set non_clock_inputs [all_inputs -no_clocks]
set_input_delay [expr $clk_period * $clk_io_pct] -clock clk0 $non_clock_inputs
set_output_delay [expr $clk_period * $clk_io_pct] -clock clk0 [all_outputs]
</file>
<file path="./run.sh">
#!/bin/bash
# OpenROAD 26Q1-2900-gdf79404cd8, Yosys 0.63+post, stock flow scripts
make -C /OpenROAD-flow-scripts/flow DESIGN_CONFIG=/design/flow/config.mk WORK_HOME=/design/flow/orfs finish
</file>
<file path="./design.v">
module DPLL
(
	input wire reset_i,
	input wire clk_i,
	input wire  signal_i,
	output wire signal_o
);
	wire signalB;
	wire forwarding;
	wire slowing;
	wire negativeShift;
	wire positiveShift;
	wire phasedSignal;
	assign signal_o = signalB;
	PhaseDetector detector
	(
		.reset_i(reset_i),
		.clk_i(clk_i),  
		.signalA_i(signal_i),
		.signalB_i(signalB),
		.forwarding_o(forwarding),
		.slowing_o(slowing)
	);
	SerialLoopFilter filter
	(
		.reset_i(reset_i),
		.clk_i(clk_i),
		.forwarding_i(forwarding),
		.slowing_i(slowing),
		.negativeShift_o(negativeShift),
		.positiveShift_o(positiveShift)
	);
	PhaseController phaseController
	(
		.reset_i(reset_i),
		.clk_i(clk_i),
		.negativeShift_i(negativeShift),
		.positiveShift_i(positiveShift),
		.phasedSignal_o(phasedSignal)
	);
	FreqDivider divider
	(
		.reset_i(reset_i),
		.clk_i(clk_i),
		.input_i(phasedSignal),
		.bypass_i(1'b1),
		.divFactor_i(7'd10),
		.divided_o(signalB)
	);
endmodule
module FreqDivider
(
	input wire reset_i,
	input wire clk_i,
	input wire input_i,
	input wire bypass_i,
	input wire [7:0] divFactor_i,
	output wire divided_o
);
	reg divided;
	assign divided_o = bypass_i ? input_i : divided;
	reg match;
	reg [7:0] counter;
	assign match = (counter == (divFactor_i - 8'b1));
	always_ff @(posedge clk_i or negedge reset_i)
	begin
		if (!reset_i)
		begin
			divided <= '0;
			counter <= '0;
		end
		else if (!bypass_i)
		begin
			if (match)
			begin
				counter <= '0;
				divided <= !divided;
			end
			else
				counter <= counter + 8'b1;
		end
	end
endmodule
module KGB
(
	input wire reset_i,
	input wire clk_i,
	input wire increment_i,
	input wire decrement_i,
	input wire [7:0] initialValue_i,
	output wire triggeredMax_o,
	output wire triggeredMin_o
);
	localparam maxValue = 8'd127;
	localparam minValue = -8'd127;
	wire loadNewValue;
	wire [7:0] counter;
	assign triggeredMax_o = (counter == maxValue);
	assign triggeredMin_o = (counter == minValue);
	assign loadNewValue = triggeredMax_o || triggeredMin_o;
	ReversiveCounter reversiveCounter
	(
		.reset_i(reset_i),
		.clk_i(clk_i),
		.increment_i(increment_i),
		.decrement_i(decrement_i),
		.loadNewValue_i(loadNewValue),
		.loadingValue_i(initialValue_i),
		.value_o(counter)
	);
endmodule
module PhaseController
(
	input wire reset_i,
	input wire clk_i,
	input wire positiveShift_i,
	input wire negativeShift_i,
	output reg phasedSignal_o
);
	wire [6:0] counter;
	reg [6:0] loadingValue;
	reg counterOverflowFlag;
	ReversiveCounter resetCounter
	(
		.reset_i(reset_i),
		.clk_i(clk_i),
		.increment_i('1),
		.decrement_i('0),
		.loadNewValue_i(counterOverflowFlag),
		.loadingValue_i(loadingValue),
		.value_o(counter)
	);
	assign counterOverflowFlag = (counter == 8'h3F);
	always_ff @(posedge clk_i or negedge reset_i)
	begin
		if (!reset_i)
		begin
			phasedSignal_o <= '0;
			loadingValue <= '0;
		end
		else if (clk_i)
		begin
			if (counterOverflowFlag)
				phasedSignal_o <= !phasedSignal_o;
			if (positiveShift_i)
				loadingValue <= loadingValue + 8'hFF;
			else if (negativeShift_i)
				loadingValue <= loadingValue + 8'h1;
		end
	end
endmodule
module PhaseDetector
(
	input wire reset_i,
	input wire clk_i,
	input wire signalA_i,
	input wire signalB_i,
	output reg forwarding_o,
	output reg slowing_o
);
	wire isInputDifferent = signalA_i ^ signalB_i;
	always_ff @(posedge clk_i or negedge reset_i)
	begin
		if (reset_i == 1'b0)  
		begin
			forwarding_o <= 1'b0;
			slowing_o <= 1'b0;
		end
		else if (clk_i == 1'b1)
		begin
			forwarding_o <= isInputDifferent & signalB_i;
			slowing_o <= isInputDifferent & signalA_i;
		end
	end
endmodule
module ReversiveCounter
(
	input wire reset_i,
	input wire clk_i,
	input wire increment_i,
	input wire decrement_i,
	input wire loadNewValue_i,
	input wire [7:0] loadingValue_i,
	output wire [7:0] value_o
);
	reg [7:0] value;
	assign value_o = value;
	always_ff @(posedge clk_i or negedge reset_i)
	begin
		if (!reset_i)
			value <= '0;
		else if (clk_i)
		begin
			if (loadNewValue_i)
				value <= loadingValue_i;
			else if (increment_i && !decrement_i)
				value <= value + 8'b1;
			else if (!increment_i && decrement_i)
				value <= value + 8'hff;  
		end
	end
endmodule
module SerialLoopFilter
(
	input wire reset_i,
	input wire clk_i,
	input wire forwarding_i,
	input wire slowing_i,
	output reg positiveShift_o,
	output reg negativeShift_o
);
	wire resetValueIncrement;
	wire resetValueDecrement;
	wire [7:0] resetValue;
	KGB kgbM
	(
		.reset_i(reset_i),
		.clk_i(clk_i),
		.increment_i(forwarding_i),
		.decrement_i(slowing_i),
		.initialValue_i('0),
		.triggeredMax_o(resetValueIncrement),
		.triggeredMin_o(resetValueDecrement)
	);
	ReversiveCounter resetCounter
	(
		.reset_i(reset_i),
		.clk_i(clk_i),
		.increment_i(resetValueIncrement),
		.decrement_i(resetValueDecrement),
		.loadNewValue_i('0),
		.loadingValue_i('0),
		.value_o(resetValue)
	);
	KGB kgbN
	(
		.reset_i(reset_i),
		.clk_i(clk_i),
		.increment_i(forwarding_i),
		.decrement_i(slowing_i),
		.initialValue_i(resetValue),
		.triggeredMax_o(positiveShift_o),
		.triggeredMin_o(negativeShift_o)
	);
endmodule
module top
(
	input wire reset_i,
	input wire clk_i,
	input wire  signal_i,
	output wire signal_o
);
	DPLL dpll(.*);
endmodule
</file>
==> impl_metrics.yaml <==
# implementation run metrics
placement:
  dpl_worst_slack_ns: 0.7689
  port-buffer-count: 3
  place_area_sq_um: 2914
  finalWeightedCongestion: 0.8234
  hpwl_um: 3646
cells_and_area:
  final_cell_mix: "dfrtp_1, nand2_1, ha_1"
  drive_gt1_frac: 0.08000
  final_util: 0.5750
  final_common_cell: "dfrtp_1"
  postLayoutCellArea_sq_um: 3030
  area_growth_pct: 7.932
flow_run:
  tool_warnings: 27
  max_cap_violations: 0
synthesis:
  async_flop_share: 1.000
  yosysWarnings: 9
  syn_area_sq_um: 2808
  ys_chip_area_sq_um: 2808
  yosysTopAreaCell: "dfrtp_1"
  ys_cells: 293
  ys_types: 44
  numSynthFlops: 41
  avgSynthCellArea_sq_um: 9.583
  edf_count: 0
  top_area_frac: 0.3654
  syn_inst: 293
  synthFlopType: "dfrtp_1"
  topCellsByArea: "dfrtp_1, ha_1, xnor2_1"
  ys_seq_share: 0.3654
drt:
  viasPerCell: 5.249
  vias: 1942
  drt_iter0_drc: 130
  antennaDiodeCount: 0
  finalWirelength_um: 5016
  drc_errors: 0
  drt_pass1_iterations: 4
  ant_nets: 0
  post_drt_wl_per_cell_um: 13.56
worst_hold_path:
  worstHoldStart: "dpll.filter.resetCounter.value[7]"
  min_path_type: "reg2reg"
setup_path:
  crit_type: "reg2reg"
  worstSetupStartpoint: "dpll.filter.kgbM.reversiveCounter.value[3]"
  critPathRequiredTime_ns: 3.91
  end_kind: "flop"
  worstPathMaxFanout: 7
  cp-start-kind: "flop"
  worstPathArrival_ns: 3.16
  reg2reg_from: "dpll.filter.kgbM.reversiveCounter.value[3]"
die:
  die_area_sq_um: 5919
  pin_count: 4
  coreArea_sq_um: 5270
  rows: 26
  dieHeight_um: 76.94
  die_w_um: 76.94
  initCoreUtil: 0.5328
clock_network:
  insertion_delay_ns: 0.29
  cts_tree: "done"
  cts_resized: 0
  htree_levels: 2
  cts_made_buffers: 5
  cts_setup_buffers: 0
  clk_path_buf_depth: 2
  clock-root-buffer: "clkbuf_8"
  clk_pin_slew_ns: 0.07
  cts_sinks: 41
  cts_hold_buf: 0
global_route:
  antenna_found_initial: 0
  grt.overflow.total: 0
  grt_pass1_wl_um: 9011
  grt_usage: 0.1966
  grt_pass1_vias: 1821
  grt_max_degree: 42
pwr:
  p_comb_frac: 0.498
  swShare: 0.3832
  powerDensity_nw_per_um2: 739.3
  leakage_uw: 0.001351
  power_switching_uw: 858.6
  pwr-share-seq: 0.337
  clkPwrFrac: 0.165
  peakVddDrop_mv: 0.4017
  cellInternalPower_uw: 1382
final_timing:
  worst_pin_slew_ns: 0.5512
  slew_headroom: 0.6312
  worst_slack_ns: 0.7499
  fin_tns_setup_ns: 0
  rsz0062_at_grt: "false"
  period_used_share: 0.7973
  finClkSkew_ns: 0.005755
  setup_viol_count_final: 0
  final_max_slew_viol_count: 0
  min_period_ns: 2.950
  holdWs_ns: 0.4697
  finalHoldViolCount: 0
  timing.fmax_ghz: 0.3390
status:
  outcome: "complete, no violations"
[metrics by stage]
stage / total power [uW] / cells
finish: 2240 / 370
global placement: 1862 / 362
global route: 2475 / 370
detailed placement: 1867 / 362
CTS: 2264 / 370
floorplan: 1655 / 293
[area by class of cell]
class | instances | area [sq um]
Inverter | 14 | 52.55
Clock buffer | 7 | 86.33
Fill cell | 486 | 2240
Multi-Input combinational cell | 231 | 1700
Sequential cell | 41 | 1026
Clock inverter | 1 | 30.03
Tap cell | 70 | 87.58
Timing Repair Buffer | 6 | 47.55
[synthesized netlist by cell type (all sizes together) (2+ instances only)]
cell type	instances
xnor2	18
and3	2
and2	6
a21oi	22
a21o	7
buf	4
xor2	10
nor2b	5
mux2i	6
nor3	4
nand3	3
o21a	6
nand2	31
dfrtp	41
or3	4
nor2	16
nand4	3
fa	4
o211ai	2
a211oi	6
o21bai	3
o21ai	26
mux2	7
clkbuf	3
inv	14
ha	28
nor4bb	2
[cells by family after synthesis]
kind of cell | after synthesis | share of synthesized area
multiplexers | 13 | 0.04947
XOR/XNOR | 28 | 0.08734
AND-OR/OR-AND | 75 | 0.1671
flip-flops | 41 | 0.3654
buffers and inverters | 21 | 0.02897
adder cells (fa/ha/maj) | 32 | 0.1533
AND/OR/NAND/NOR | 83 | 0.1484
[path summary, 6_finish.rpt]
| kind | end | slack [ns] | cells past startpoint |
|---|---|---|---|
| max | dpll.filter.resetCounter.value[7] | 0.75 | 12 |
| min | dpll.filter.resetCounter.value[7] | 0.47 | 1 |
| max reg2reg | dpll.filter.resetCounter.value[7] | 0.75 | 12 |
| min reg2reg | dpll.filter.resetCounter.value[7] | 0.47 | 1 |
| max in group asynchronous | dpll.filter.resetCounter.value[7] | 2.83 | 2 |
| min in group asynchronous | dpll.detector.slowing_o | 0.51 | 2 |
[routing by layer]
metal  up-vias  wire [um]  track usage
li1       1046          -            -
met1       877       3019       0.3722
met2        14       1847       0.2455
met3         5        109      0.03265
met4         0         40      0.01731
met5         -          0            0
[power by group through the flow]
stage / clock network [uW] / logic (uW) / registers [uW]
CTS: 388 / 1120 / 754
global route: 406 / 1290 / 782
finish: 371 / 1120 / 755
[sequential cells by signal (all words and copies together), names as in the netlist]
signal / cells
dpll.detector.forwarding_o: 1
dpll.detector.slowing_o: 1
dpll.filter.kgbM.reversiveCounter.value: 8
dpll.filter.kgbN.reversiveCounter.value: 8
dpll.filter.resetCounter.value: 8
dpll.phaseController.loadingValue: 7
dpll.phaseController.phasedSignal_o: 1
dpll.phaseController.resetCounter.value: 7
[critical path, stage by stage, from the launching register on]
cell      delay [ns]
dfrtp_1         0.39
nand4_1         0.12
or4_1           0.53
inv_1           0.08
ha_1            0.24
inv_1           0.17
ha_1            0.34
a211oi_1        0.23
nor2_1          0.09
o221a_1         0.24
o21a_1          0.17
o21ai_1         0.15
xnor2_1         0.12
No activity file was given, so power comes from the tool's default toggle rates.
